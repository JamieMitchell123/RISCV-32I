$ cat flow/design.v
module regfile #(
    parameter WIDTH = 32
) (
    input logic [4:0]           AD1,
    input logic [4:0]           AD2,
    input logic [4:0]           AD3,
    input logic                 WE3,
    input logic [WIDTH - 1:0]   WD3,
    input logic                 clk,
    output logic [WIDTH - 1:0]  RD1,
    output logic [WIDTH - 1:0]  RD2,
    output logic [WIDTH - 1:0]  a0
);
logic [WIDTH - 1:0] reg_arr [WIDTH - 1:0];  
assign a0 = reg_arr[10];  
always_ff @ (negedge clk) begin
    if(WE3 & AD3 != 5'b0) 
        reg_arr[AD3] <= WD3;
end
always_comb begin
    RD1 = reg_arr[AD1];
    RD2 = reg_arr[AD2]; 
end
endmodule
$ cat flow/run.sh
#!/bin/bash
# OpenROAD 26Q1-2900-gdf79404cd8, Yosys 0.63+post, stock flow scripts
make -C /OpenROAD-flow-scripts/flow DESIGN_CONFIG=/design/flow/config.mk WORK_HOME=/design/flow/orfs finish
$ cat flow/config.mk
export PLATFORM = sky130hd
export DESIGN_NAME = regfile
export DESIGN_NICKNAME = regfile
export VERILOG_FILES = /design/flow/design.v
export SDC_FILE = /design/flow/constraint.sdc
export NUM_CORES = 4
export LEC_CHECK = 1
export CORE_UTILIZATION = 50
$ cat flow/constraint.sdc
current_design regfile

set clk_period 6.3
set clk_io_pct 0.2

create_clock -name clk0 -period $clk_period [get_ports {clk}]

set non_clock_inputs [all_inputs -no_clocks]
set_input_delay [expr $clk_period * $clk_io_pct] -clock clk0 $non_clock_inputs
set_output_delay [expr $clk_period * $clk_io_pct] -clock clk0 [all_outputs]
==> Changelog: implementation <==
### Implementation results

* Clock buffer count from CTS at 114
* Fin. Hold Viols at 0
* Unrepaired setup endpoints after global routing: true
* Cell type with the largest total area after synthesis: edfxtp_1
* Top cells by area: edfxtp_1 63%, mux2i_1 21%, a22oi_1 3.0%
* Routability Congestion at 0.962
* Remaining DRCs at 0
* Total gr overflow at 0
* Post-Layout Cell Count at 6083
* Power density of the placed cells at 299 nW/µm²
* Count of tool warnings at 1030
* Failing checks: negative setup slack
* Number of buffers between clock root and the deepest sink at 3
* Leakage Power at 27.3 nW
* Number of rows in the core area at 114
* Number of different library cells in the post-synthesis netlist at 25
* Top-area cell type share of the netlist area at 63.1%
* Total of buffers placed on input and output ports at 144
* Transition time at the pin with the least slew margin at 1.04 ns
* Growth of design area from synthesis to finish at 27.2%
* Detailed Place HPWL at 92500 µm
* Hold slack at 3.31 ns
* Vias in the first global route at 38965
* Ys flop type: edfxtp_1
* H-Tree Depth at 3
* Netlist Area Pre-Place at 48800 µm²
* Setup slack of the critical path after layout at -0.296 ns
* Peak fanout along the critical path at 2
* DRT antenna net count at 0
* Number of antenna violations at the first check in global routing at 3
* Nature of the critical path endpoint: primary output
* Total design power at 18.6 mW
* Async set or reset register ratio after synthesis at 0%
* Chip area from the yosys synthesis statistics at 48800 µm²
* Overall die width at 314 µm
* Chip Height at 314 µm
* Number of endpoints failing setup at the final stage at 64
* Category of the most critical setup path: reg2out
* Number of instances in the placed design at 4855
* Total cells reported by yosys after synthesis at 3387
* Synth warn at 1
* Status: complete, but fails checks
* Top cells by count, synth: 1024 x edfxtp_1, 1024 x mux2i_1, 195 x nand2_1, 194 x nand3_1
* Detailed-routing iteration count for the pre-antenna-repair pass at 7
* Regs by FF count: reg_arr x1024
* Mapped Cells at 3387
* Via density per instance at 5.80
* Data arrival time of the critical path at 5.34 ns
* Worst voltage drop across the vdd grid at 0.247 mV
* Relative max-transition margin at 30.9%
* Share of final-layout standard cells stronger than drive strength 1 at 14.5%
* Ys flops at 1024
* Clock sink count at 1024
* GR Util All Layers at 34.6%
* Final Routed Wirelength at 155000 µm
* Maximum number of pins on one net before global-route repair at 69
* Register name with the most flops: reg_arr
* First-pass GRT wire length at 227000 µm
* Area of the core at 96700 µm²
* Total vias in the final route at 35273
* Class of the worst hold path: in2out
* Number of enable flip-flop cells at 1024
* Final slew viol count at 0
* IO Count at 145
* Startpoint types: flip-flop
* Required time reported for the critical path endpoint at 5.04 ns
* Root buf cell: clkbuf_16
* Maximum capacitance violations at 0
* Flip-flop count of the largest register after layout at 1024
* Core Density at Floorplan at 50.4%
* Sequential share of the synthesized area at 63.1%
* CTS tree: built
* Starting DRT DRC Count at 2455
* Post-cts hold-fix buffer tally at 0
* Mean instance size in the synthesized netlist at 14.4 µm²
* Die Size at 98800 µm²
* Clock input transition at the sequential cells of the worst setup and hold paths at 0.03 ns
* Post-DR wirelength/cell at 25.5 µm
[worst paths after layout]
| check | startpoint | end | slack [ns] | cells past startpoint |
|---|---|---|---|---|
| worst max-delay path | reg_arr[2][4]$_DFFE_NP_ | RD2[4] | -0.30 | 9 |
| worst min-delay path | AD2[1] | RD2[13] | 3.31 | 6 |
[worst max-delay path, cell delays in order (launching register included)]
cell,delay (ns)
edfxtp_1,0.37
buf_4,0.14
mux2i_1,0.12
a22o_1,0.17
nor3_2,0.05
a31oi_1,0.18
buf_4,0.15
nand3_2,0.06
buf_6,0.14
buf_6,0.11
[through the flow]
stage | worst slack (ns) | TNS [ns] | util [%] | area (µm²)
after CTS | -0.323 | -11.81 | 64.0 | 61900
after global routing | -0.445 | -15.25 | 64.2 | 62000
final | -0.296 | -9.20 | 64.2 | 62000
after global placement | -0.120 | -24.07 | 55.4 | 53600
after detailed placement | -0.143 | -24.25 | 55.4 | 53600
after floorplan | -0.436 | -215.39 | - | 48900
[metal layers]
layer	vias to the layer above	global-route usage, %	wire, µm
li1	16019	-	-
met1	16910	43.6	55600
met2	2047	46.9	70200
met3	289	25.1	23600
met4	8	14.1	4970
met5	-	3.87	458
[power breakdown]
group          switching [mW]  leakage, nW  internal, mW
Combinational           0.976         10.7         0.609
Sequential             0.0424         9.25          7.66
Clock                    4.31         7.41          4.97
[placed cells by master (no fill, tap or decap), types with 70 or more instances in the layout]
cell,netlist,routed
inv_1,1,1056
a22oi_1,192,187
clkbuf_16,0,116
nand3_1,194,137
a22o_1,128,127
clkdlybuf4s50_1,0,77
a21oi_1,192,192
buf_12,0,70
nand2_1,195,193
mux2i_1,1024,1024
buf_4,52,189
edfxtp_1,1024,1024
[area by class of cell]
| cell class | count | area, µm² |
|---|---|---|
| multi-input combinational | 2140 | 17900 |
| antenna | 2 | 5.00 |
| sequential | 1024 | 30700 |
| clock buffer | 116 | 2900 |
| timing repair buffer | 405 | 4100 |
| tap | 1276 | 1600 |
| fill | 6670 | 34700 |
| clock inverter | 1120 | 4820 |
[what timing repair did]
item	4_1_cts	5_1_grt
gates resized	383	38
endpoints found under the hold margin	0	0
buffers inserted	9	3
pin swaps	131	70
endpoints found under the setup margin	64	64
[cells by family (layout without fill, tap and decap cells)]
family | Yosys count | in the layout | share of synthesized area [%]
other | 1 | 34 | 0.00769
multiplexers | 1024 | 1024 | 21.0
flip-flops | 1024 | 1024 | 63.1
buffers and inverters | 254 | 1641 | 3.16
AND/OR/NAND/NOR | 508 | 508 | 4.71
AND-OR/OR-AND | 576 | 576 | 8.05
Power figures rest on the tool's default switching activity, not on a simulated workload.
