==> ./design.v <==
module pipeline_EX_MEM #(
    parameter WIDTH = 32
)(
    input logic clk,
    input logic [WIDTH - 1:0] ALUResult_E,
    input logic [WIDTH - 1:0] WriteData_E,  
    input logic [4:0] Rd_E,
    input logic [WIDTH - 1:0] PCP4_E,
    output logic [WIDTH - 1:0] ALUResult_M,
    output logic [WIDTH - 1:0] WriteData_M,
    output logic [4:0] Rd_M,
    output logic [WIDTH - 1:0] PCP4_M,
    input logic RegWrite_E,
    input logic MemRead_E,
    input logic [1:0] ResultSrc_E,
    input logic MemWrite_E,
    input logic [2:0] AddrMode_E,
    output logic RegWrite_M,
    output logic MemRead_M,
    output logic [1:0] ResultSrc_M,
    output logic MemWrite_M,
    output logic [2:0] AddrMode_M
);
always_ff @(posedge clk) begin
    RegWrite_M <= RegWrite_E;
    MemRead_M <= MemRead_E;
    ResultSrc_M <= ResultSrc_E;
    MemWrite_M <= MemWrite_E;
    AddrMode_M <= AddrMode_E;
    ALUResult_M <= ALUResult_E;
    WriteData_M <= WriteData_E;
    Rd_M <= Rd_E;
    PCP4_M <= PCP4_E;
end
endmodule
==> ./run.sh <==
#!/bin/bash
# OpenROAD 26Q1-2900-gdf79404cd8, Yosys 0.63+post, stock flow scripts
make -C /OpenROAD-flow-scripts/flow DESIGN_CONFIG=/design/flow/config.mk WORK_HOME=/design/flow/orfs finish
==> ./config.mk <==
export PLATFORM = sky130hd
export DESIGN_NAME = pipeline_EX_MEM
export DESIGN_NICKNAME = pipeline_EX_MEM
export VERILOG_FILES = /design/flow/design.v
export SDC_FILE = /design/flow/constraint.sdc
export NUM_CORES = 4
export LEC_CHECK = 1
export CORE_UTILIZATION = 30
==> ./constraint.sdc <==
current_design pipeline_EX_MEM

set clk_period 1.0
set clk_io_pct 0.2

create_clock -name clk0 -period $clk_period [get_ports {clk}]

set non_clock_inputs [all_inputs -no_clocks]
set_input_delay [expr $clk_period * $clk_io_pct] -clock clk0 $non_clock_inputs
set_output_delay [expr $clk_period * $clk_io_pct] -clock clk0 [all_outputs]
==> changes_impl.md <==
## Implementation

* Status: complete, no violations
* Reg clk slew, reported paths at 0.09 ns
* Mux area share at 0
* EDFF count, synth at 0
* Share of cells above drive strength 1 at 0.3743
* Core area at 0.006907 mm^2
* Number of routed nets with antenna violations at 0
* Crit path max fanout at 1
* Cell Type Count at 1
* Hold Crit Start: WriteData_E[1]
* First-pass GRT wire length at 8.335 mm
* Post-DP HPWL at 4.837 mm
* Register share after synthesis at 1.000
* Final Instance Count excl. Fillers at 438
* All-Layer GR Usage at 0.1537
* Fa+ha+maj area frac at 0
* Cell Area, Placed at 0.004484 mm^2
* Global placer's final weighted congestion at 0.7619
* Peak VDD IR at 885.5 uV
* Cell type with the largest total area: dfxtp_1
* Slowest stage delay, CP at 0.33 ns
* Largest net degree at the start of global routing at 17
* Clk sink count at 109
* Area Overhead vs Synth at 89.05%
* Ant diodes at 0
* Placed cells at 423
* Post-Synth Simple-Gate Area at 0
* Final Max Slew Viols at 0
* Buf/Inv on CP at 1
* Max H-tree Level at 3
* TritonRoute pass-1 iters at 3
* F_max at 1010 MHz
* XORs/XNORs by Area at 0
* Largest type area fraction at 1.000
* Row count at 30
* Initial antenna violation count at 0
* Yosys warning count at 1
* Post-CTS setup buffers at 0
* CP max-delay cell: dfxtp_2
* CTS max path bufs at 2
* Mapped Area at 0.002182 mm^2
* Max Cap Viol at 0
* CTS tree: done
* Port Buf Inserts at 218
* Synth area leaders: dfxtp_1 100%
* Via/cell ratio at 3.635
* Final Cycle Share at 0.9902
* Fp util at 0.3159
* Hold Path End: WriteData_M[1]
* Critical-path cell list: buf_2
* Post-CTS Hold Buffers at 0
* TritonCTS buffer count at 9
* Minimum clock period at 0.9902 ns
* YS chip area at 0.002182 mm^2
* Hold depth at 1
* Die Size at 0.007619 mm^2
* Die width at 87.29 um
* Synth top cells by count: 109 x dfxtp_1
* Multi-input gate area at 0 um^2
* Worst setup EP type: output port
* Rel. slew slack at 0.9303
* Fraction of registers with async set/reset at 0
* Detailed Route WL at 6.053 mm
* Height of the die at 87.29 um
* Req. time, crit path at 0.80 ns
* Wire length per cell at 13.82 um
* Kind of critical path: flop to output port
* Power per standard cell area at 1854 mW/mm^2
* Critical Path Stages at 1
* Final setup violation count at 0
* Overflow after GRT at 0
* Critical path arrival at 0.79 ns
* Clock root buffer: clkbuf_8
* Io pins at 219
* Fin area at 0.004125 mm^2
* Vias in the first global route at 1,528
* DR DRC count at 0
* RSZ-0062 raised after global routing: true
* P_leak at 0.001867 uW
* CP delay by family, top: flip-flops
* Complex Gates by Area at 0
* Tightest Pin Transition at 0.1045 ns
* Syn avg cell area at 20.02 um^2
* Fin. Hold Viols at 0
* Top FF cell, synth: dfxtp_1
* Multi-input gate count at 0
* Cell count after synthesis at 109
* Worst min-delay path class: input pin to flop
* Log Warnings at 28
* Cells in synth_stat.txt at 109
* Initial DRC count at 9
* Hold_ws at 0.2778 ns
* Via count at 1,592
* Register bit total from synthesis at 109
* Type of origin of the critical path: flop
* Most frequent cell after synthesis: dfxtp_1
==> layout by cell type (no fill, tap or decap), drive strengths merged <==
cell type	n
clkinv	3
buf	109
clkdlybuf4s50	109
dfxtp	109
bufinv	1
clkbuf	10
clkinvlp	1
==> per-stage QoR <==
step / TNS, ns / power (uW) / util / setup slack [ns]
6_report: 0 / 7648 / 0.5973 / 0.009759
5_1_grt: -0.1866 / 7977 / 0.5973 / -0.02689
4_1_cts: -0.01530 / 7775 / 0.5971 / -0.01375
3_5_place_dp: -0.008650 / 5543 / 0.6493 / -0.008650
3_3_place_gp: -0.01409 / 5535 / 0.6493 / -0.01409
2_1_floorplan: 0 / 4665 / - / 0.5385
==> worst max-delay path by stage <==
stage / start / end / slack [ns]
4_1_cts: PCP4_M[11] / PCP4_M[11] / -0.01
5_1_grt: PCP4_M[11] / PCP4_M[11] / -0.03
6_report: PCP4_M[11] / PCP4_M[11] / 0.01
==> layer usage <==
layer,vias up,GRT usage,wire [um]
met2,116,0.2628,3008
met5,-,0,0
met3,13,0.06442,794
met1,674,0.1820,2098
li1,789,-,-
met4,0,0.03875,151
==> layout make-up <==
type,count,area [um^2]
Fill cell,610,2781
Timing Repair Buffer,218,1637
Tap cell,96,120.1
Clock inverter,5,52.55
Clock buffer,10,127.6
Sequential cell,109,2188
==> state kept, by name, indices dropped and copies added (netlist names), 2 cells and up <==
register and flops:
ALUResult_M 32, AddrMode_M 3, ResultSrc_M 2, Rd_M 5
WriteData_M 32, PCP4_M 32
==> power breakdown <==
group,switching (uW),internal (uW),leakage (uW)
logic,87.2,505,0.000855
registers,43.5,4570,0.000920
clock network,1310,1130,0.0000919
==> cells by family (layout without fill, tap and decap cells) <==
group / count (synthesis) / in the layout
flip-flops: 109 / 109
buffers and inverters: 0 / 233
==> repair_timing <==
item,CTS,global route
endpoints found under the hold margin,0,0
gates cloned,0,0
resized,339,1
endpoints found under the setup margin,109,33
Power and IR drop assume default switching activity.
